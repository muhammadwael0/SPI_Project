### design.v
module SPRAM #(parameter MEM_DEPTH = 256)(
    input clk, rst_n,
    input [9:0] D_in,  
    input rx_valid,
    output reg [7:0] D_out,
    output reg tx_valid
);
    reg [7:0] SP_RAM [MEM_DEPTH-1:0];
    reg [7:0] W_address;     
    reg [7:0] R_address;     
    always @(posedge clk) begin
        if (~rst_n) begin
            W_address <= 8'd0;
            R_address <= 8'd0;
            tx_valid <= 1'b0;
            D_out <= 8'd0;
        end
        else begin
            if (D_in[9:8] == 2'b00 && rx_valid) begin
                W_address <= D_in[7:0];
                tx_valid <= 1'b0;
            end
            else if (D_in[9:8] == 2'b01 && rx_valid) begin
                SP_RAM[W_address] <= D_in[7:0];
                tx_valid <= 1'b0;
            end
            else if (D_in[9:8] == 2'b10 && rx_valid) begin
                R_address <= D_in[7:0];
                tx_valid <= 1'b0;
            end
            else if (D_in[9:8] == 2'b11) begin
                D_out <= SP_RAM[R_address];
                tx_valid <= 1'b1;
            end
        end
    end    
endmodule
module SPI_Slave #(
    parameter IDLE = 0,
    parameter CHK_CMD = 1,
    parameter WRITE = 2,
    parameter READ_ADD = 3,
    parameter READ_DATA = 4,
    localparam CNT_SAT = 4'd10
)(
    input clk, rst_n,
    input SS_n,
    input [7:0] tx_data,
    input tx_valid,
    input MOSI,
    output reg MISO,
    output reg [9:0] rx_data,
    output reg rx_valid
);
    (* fsm_encoding="sequential" *) reg [2:0] cs, ns;
    reg ADD_SAVED;
    reg [3:0] counter_1;  
    reg [2:0] counter_2;  
    always @(posedge clk) begin
        if (~rst_n)
            cs <= IDLE;
        else
            cs <= ns;
    end
    always @(*) begin
        case (cs)
            IDLE: begin
                if (SS_n == 1'b0)
                    ns = CHK_CMD;
                else
                    ns = IDLE;
            end
            CHK_CMD: begin
                if (SS_n == 1'b0) begin
                    if (MOSI == 1'b1 && ADD_SAVED == 1'b0)
                        ns = READ_ADD;
                    else if (MOSI == 1'b1 && ADD_SAVED == 1'b1)
                        ns = READ_DATA;
                    else
                        ns = WRITE;
                end
                else
                    ns = IDLE;
            end
            WRITE: begin
                if (SS_n == 1'b1)
                    ns = IDLE;
                else
                    ns = WRITE;
            end
            READ_DATA: begin
                if (SS_n == 1'b1)
                    ns = IDLE;
                else
                    ns = READ_DATA;
            end
            READ_ADD: begin
                if (SS_n == 1'b1)
                    ns = IDLE;
                else
                    ns = READ_ADD;
            end
            default: ns = IDLE;
        endcase
    end
    always @(posedge clk) begin
        if (~rst_n || counter_1 == CNT_SAT || cs == CHK_CMD || cs == IDLE)
            counter_1 <= 4'd0;
        else
            counter_1 <= counter_1 + 1'b1;
    end
    always @(posedge clk) begin
        if (~rst_n || cs != READ_DATA)
            counter_2 <= 3'd0;
        else if (tx_valid)
            counter_2 <= counter_2 + 1'b1;
    end
    always @(*) begin
        if (cs == READ_DATA && SS_n == 1'b0) begin
            case (counter_2)
                3'd0: MISO = tx_data[7];
                3'd1: MISO = tx_data[6];
                3'd2: MISO = tx_data[5];
                3'd3: MISO = tx_data[4];
                3'd4: MISO = tx_data[3];
                3'd5: MISO = tx_data[2];
                3'd6: MISO = tx_data[1];
                3'd7: MISO = tx_data[0];
            endcase
        end
        else
            MISO = 1'b0;  
    end
    always @(posedge clk) begin
        if (~rst_n || cs == READ_DATA)
            ADD_SAVED <= 1'b0;
        else if (cs == READ_ADD)
            ADD_SAVED <= 1'b1;
    end
    always @(posedge clk) begin
        if (~rst_n || cs == CHK_CMD || cs == IDLE)
            rx_data <= 10'd0;
        else if ((cs == WRITE || cs == READ_DATA || cs == READ_ADD) && SS_n == 1'b0)
            rx_data <= {rx_data[8:0], MOSI};
    end
    always @(*) begin
        if (counter_1 == CNT_SAT && cs != IDLE && cs != CHK_CMD)
            rx_valid = 1'b1;
        else
            rx_valid = 1'b0;
    end
endmodule
module SPI_Wrapper (
    input clk, rst_n,
    input SS_n,
    input MOSI,
    output MISO
);
    wire rx_valid, tx_valid;
    wire [9:0] rx_data;
    wire [7:0] tx_data;
    SPI_Slave SS1 (.clk(clk), .rst_n(rst_n), .SS_n(SS_n), .MISO(MISO), .MOSI(MOSI), .tx_data(tx_data), .tx_valid(tx_valid), .rx_data(rx_data), .rx_valid(rx_valid));
    SPRAM SRAM (.clk(clk), .rst_n(rst_n), .D_in(rx_data), .rx_valid(rx_valid), .D_out(tx_data), .tx_valid(tx_valid));
endmodule
### run.sh
#!/bin/bash
# OpenROAD 26Q1-2900-gdf79404cd8, Yosys 0.63+post, stock flow scripts
make -C /OpenROAD-flow-scripts/flow DESIGN_CONFIG=/design/flow/config.mk WORK_HOME=/design/flow/orfs finish
### config.mk
export PLATFORM = sky130hd
export DESIGN_NAME = SPI_Wrapper
export DESIGN_NICKNAME = SPI_Wrapper
export VERILOG_FILES = /design/flow/design.v
export SDC_FILE = /design/flow/constraint.sdc
export NUM_CORES = 4
export LEC_CHECK = 1
export CORE_UTILIZATION = 40
### constraint.sdc
current_design SPI_Wrapper

set clk_period 32.1
set clk_io_pct 0.2

create_clock -name clk0 -period $clk_period [get_ports {clk}]

set non_clock_inputs [all_inputs -no_clocks]
set_input_delay [expr $clk_period * $clk_io_pct] -clock clk0 $non_clock_inputs
set_output_delay [expr $clk_period * $clk_io_pct] -clock clk0 [all_outputs]
==> reports/qor.yml <==
die_area_mm2: 0.206
io_pins: 5
areaGrowthSynthToFinish_pct: 12.0
fp.dieH_um: 453
first_iter_violations: 2637
cp.arrival_ns: 8.45
grt_antenna_before_repair: 9
cts.path.max_buffers: 3
drc: 0
cp_slowest_cell: "a21oi_1"
row_count: 165
cts_hold_buf: 0
finalMaxSlewViolations: 0
ys_ff: 2096
cp-startpoint: "SS_n"
adder_share_pct: 0.123
slew_headroom_pct: 30.2
die_x_um: 453
detail-route-antenna-nets: 0
synth_warnings: 4
clkSlewWorstSetupHoldPaths_ns: 0.06
tightest_slew_ns: 1.03
grt_max_degree: 135
finalClockSkew_ns: 0.0531
period_minus_slack_ns: 14.87
flop_cell: "edfxtp_1"
cts_inserted_buffers: 209
first_global_vias: 43500
logic_area_mm2: 0.0176
grt_pass1_wl_mm: 304
crit_path_end_kind: "output pin"
path_class: "in -> out"
first_pass_iters: 5
drive_gt1_share_pct: 20.4
r2r-start: "SRAM.R_address[0]$_SDFFE_PN0P_"
logic_family: "multiplexers"
cts_setup_buffers: 0
viasPerCell: 5.72
dr_total_vias: 39900
powerDensity_mw_per_mm2: 57.9
syn_inst: 4003
finalHoldViolCount: 0
grt_overflow: 0
globalplace.congestion: 0.959
cp_common_cell: "clkdlybuf4s50_1"
edf_count: 2048
fin_tns_setup_ns: 0
track_usage_pct: 22.9
tool_warnings: 37
finalClockPeriodUsage_pct: 46.3
synth_area_mm2: 0.0815
yosysCellCount: 4003
leakage_nw: 25.8
wirelength_mm: 211
hp-start: "SS1.counter_1[0]$_SDFF_PP0_"
ys_sh_xor_pct: 0.0322
yosys.area_share.simple_pct: 3.35
mux_area_share_pct: 15.1
syn_area_per_cell_um2: 20.4
worst_path_largest_cell_delay_ns: 0.65
synthDistinctLibCells: 66
cp_max_fo: 3
status: "finished clean"
compound_area_share_pct: 2.96
ys_async_sr_fraction_pct: 0
crit_chain: "clkdlybuf4s50_1, nand2b_1, a21oi_1, clkdlybuf4s50_1"
portBuffers: 4
hpwl_mm: 130
ys_seq_share_pct: 76.6
cp.required_ns: 25.68
routedWlPerCell_um: 30.2
cts_resized: 0
ir_drop_uv: 60.2
coreArea_mm2: 0.202
cts_tree: "yes"
holdCritPathClass: "reg -> reg"
fp_util_pct: 40.3
fmax_mhz: 67.2
clock_tree.htree_level_count: 4
insertion_delay_ns: 0.86
finalSetupViolCount: 0
flop_area_mm2: 0.0625
maxCapViolations: 0
rsz0062_at_grt: "false"
nFillCells: 16700
ys_chip_area_mm2: 0.0815
cts_sinks: 2096
finalHoldWorstSlack_ns: 0.457
cp-start-kind: "primary input"
cts_root_buf: "clkbuf_16"
[final timing paths]
kind,cells past startpoint,slack (ns),end
worst min register to register,1,0.46,SS1.counter_1[0]$_SDFF_PP0_
worst max-delay path,4,17.23,MISO
worst max register to register,10,26.63,SRAM.D_out[0]$_SDFFE_PN0P_
worst min-delay path,1,0.46,SS1.counter_1[0]$_SDFF_PP0_
[worst max-delay path, delay by kind of cell]
kind                   cells  cell delay (ns)
and+or+nand+nor            1             0.32
buffers and inverters      2             1.06
AOI/OAI and AO/OA          1             0.65
[layer usage]
| layer | vias to the layer above | track usage [%] | wire length [um] |
|---|---|---|---|
| met5 | - | 0.886 | 151 |
| met3 | 377 | 17.6 | 36800 |
| met1 | 20300 | 28.2 | 69300 |
| li1 | 16900 | - | - |
| met4 | 10 | 5.99 | 7480 |
| met2 | 2354 | 32.7 | 97100 |
[layout make-up]
cell class                      instances  share of cell area [%]
Inverter                               11                  0.0507
Multi-Input combinational cell       1666                    19.3
Tap cell                             2672                    3.66
Antenna cell                            2                 0.00548
Sequential cell                      2096                    68.4
Timing Repair Buffer                  155                    1.37
Clock buffer                          266                    6.05
Clock inverter                        115                    1.10
[logic make-up after synthesis]
| kind of cell | after synthesis |
|---|---|
| compound gates | 343 |
| mux | 693 |
| flops | 2096 |
| xor+xnor | 3 |
| buf+inv | 241 |
| simple gates | 619 |
| fa+ha+maj | 8 |
[power breakdown]
part	internal [mW]	switching, mW	total (mW)
combinational	0.00119	0.00199	0.00318
clock	1.31	1.01	2.32
sequential	2.96	0.000299	2.96
[Yosys cell counts (all sizes together) (4+ instances only)]
cell | instances | area (um2)
edfxtp | 2048 | 61500
mux4 | 428 | 9660
nor2 | 329 | 1230
mux2i | 264 | 2640
buf | 125 | 1030
clkbuf | 105 | 394
nand2 | 100 | 375
o22ai | 69 | 432
dfxtp | 48 | 961
a21oi | 47 | 235
o221ai | 45 | 394
nor3 | 41 | 210
nand3 | 39 | 195
o21ai | 37 | 185
a211oi | 31 | 233
a22oi | 28 | 210
nor2b | 28 | 175
nor4 | 21 | 131
a2111oi | 17 | 155
a22o | 12 | 105
a31oi | 12 | 75.1
nand2b | 12 | 75.1
inv | 11 | 41.3
nand4 | 11 | 68.8
and2 | 9 | 56.3
ha | 8 | 100
or3 | 8 | 50.1
a221oi | 7 | 61.3
and3 | 5 | 31.3
a211o | 4 | 35.0
a32oi | 4 | 35.0
nand3b | 4 | 30.0
o2111ai | 4 | 35.0
[sequential cells by signal, indices dropped and copies added, names as in the netlist]
name	count
SRAM.D_out	8
SS1.cs	5
SRAM.R_address	8
SRAM.W_address	8
SRAM.SP_RAM	2048
SS1.rx_data	10
SS1.ADD_SAVED	1
SS1.counter_2	3
SS1.counter_1	4
SRAM.tx_valid	1
[cell usage in the layout (no fill, tap or decap), types with 6 or more instances in the layout]
| cell type | count |
|---|---|
| nand2_1 | 99 |
| clkinv_1 | 55 |
| a221oi_1 | 7 |
| nand4_1 | 11 |
| and2_1 | 8 |
| nor3_1 | 40 |
| a22oi_1 | 28 |
| nor2_1 | 325 |
| mux4_2 | 423 |
| nand3_1 | 38 |
| a31oi_1 | 12 |
| clkbuf_1 | 52 |
| mux2i_1 | 264 |
| clkinvlp_4 | 6 |
| nor2b_1 | 27 |
| inv_1 | 9 |
| o221ai_1 | 45 |
| o22ai_1 | 69 |
| nand2b_1 | 11 |
| bufinv_16 | 12 |
| o21ai_0 | 35 |
| edfxtp_1 | 2048 |
| ha_1 | 8 |
| buf_12 | 6 |
| buf_4 | 145 |
| nor4_1 | 21 |
| clkinv_2 | 31 |
| dfxtp_4 | 12 |
| dfxtp_1 | 36 |
| a21oi_1 | 47 |
| a211oi_1 | 31 |
| or3_1 | 8 |
| a22o_1 | 12 |
| clkbuf_16 | 212 |
| a2111oi_0 | 14 |
[metrics by stage]
stage	instances	area, um2	util [%]	worst slack, ns	total power, mW
2_1_floorplan	4003	81500	-	19.08	3.02
3_3_place_gp	6600	84800	41.9	17.17	3.02
3_5_place_dp	6600	84800	41.9	17.23	3.02
4_1_cts	6981	91300	45.1	17.21	5.33
5_1_grt	6982	91300	45.1	17.19	5.43
6_report	6983	91300	45.1	17.23	5.28
Power figures rest on the tool's default switching activity, not on a simulated workload.
